==> design/flow/design.v <==
module tdc_timestamp (
    input wire clk,
    input wire rst_n,
    output reg [64-1:0] ts
);
    always @(posedge clk or negedge rst_n) begin
        if (!rst_n)
            ts <= 0;
        else
            ts <= ts + 1;
    end
endmodule
==> design/flow/run.sh <==
#!/bin/bash
# OpenROAD 26Q1-2900-gdf79404cd8, Yosys 0.63+post, stock flow scripts
make -C /OpenROAD-flow-scripts/flow DESIGN_CONFIG=/design/flow/config.mk WORK_HOME=/design/flow/orfs finish
==> design/flow/config.mk <==
export PLATFORM = sky130hd
export DESIGN_NAME = tdc_timestamp
export DESIGN_NICKNAME = tdc_timestamp
export VERILOG_FILES = /design/flow/design.v
export SDC_FILE = /design/flow/constraint.sdc
export NUM_CORES = 4
export LEC_CHECK = 1
export CORE_UTILIZATION = 40
==> design/flow/constraint.sdc <==
current_design tdc_timestamp

set clk_period 8.4
set clk_io_pct 0.2

create_clock -name clk0 -period $clk_period [get_ports {clk}]

set non_clock_inputs [all_inputs -no_clocks]
set_input_delay [expr $clk_period * $clk_io_pct] -clock clk0 $non_clock_inputs
set_output_delay [expr $clk_period * $clk_io_pct] -clock clk0 [all_outputs]
==> impl_metrics.csv <==
group,metric,value,unit
final_timing,max_slew_margin,0.5389,
worst_setup_path,slowest_stage,"clkdlybuf4s50_1",
logic_synthesis,numSynthFlops,64,
worst_hold_path,hold_path_class,"flop to flop",
routing,drt_first_pass_iters,4,
final_timing,finalHoldViolations,0,
worst_hold_path,hold_depth,1,
floorplan,rows,31,
clock_tree,cts_root_buf,"clkbuf_8",
worst_setup_path,crit_start,"ts[38]",
logic_synthesis,synth_seq_share,0.5347,
finish,largest_reg_flops,64,
final_timing,setup_tns,0,ns
flow_run,max-cap-violations,0,
finish,area_delta_synth_final,30.53,%
worst_setup_path,crit_path_max_incr_delay,0.51,ns
power_and_ir_drop,combPwrFrac,0.011,
worst_hold_path,hold_end,"ts[63]",
clock_tree,cts_buffers,9,
routing,drt-initial-drc-count,87,
worst_setup_path,path_max_fanout,8,
clock_tree,holdBufCountCts,0,
final_timing,finalClockPeriodUsage,0.3576,
worst_setup_path,reg2reg_setup_slack,6.18,ns
logic_synthesis,syn_inst,273,
finish,fin_util,0.5391,
global_route,first_global_vias,2064,
logic_synthesis,async_flop_share,1.000,
clock_tree,cts_resized,0,
placed_design,numPortBuffers,65,
logic_synthesis,yosys_cells,273,
routing,wl_per_cell,13.24,um
routing,post-route-drc-count,0,
finish,fill_cells,627,
final_timing,worst_slew_pin_slew,0.6916,ns
clock_tree,clkSlewWorstSetupHoldPaths,0.07,ns
floorplan,die_w,88.54,um
worst_setup_path,path_cells,"clkdlybuf4s50_1",
routing,vias_per_cell,4.809,
floorplan,dieHeight,88.54,um
global_route,grt_first_pass_wirelength,9.936,mm
clock_tree,clock_sinks,64,
worst_setup_path,critical_path_arrival,1.32,ns
floorplan,die-area,0.007838,mm2
routing,diodes,0,
final_timing,clock.fmax,332.9,MHz
power_and_ir_drop,swShare,0.2150,
outcome,outcome,"finished clean",
power_and_ir_drop,p_seq_frac,0.573,
placed_design,place.gp.congestion,0.7850,
global_route,track_usage,0.1687,
placed_design,dp_hpwl,4.179,mm
global_route,grt_max_degree,34,
logic_synthesis,synth.distinct_cells,26,
power_and_ir_drop,p_switching,115.6,uW
power_and_ir_drop,pwr-share-clk,0.415,
worst_setup_path,critPathBufInv,1,
final_timing,min_period,3.004,ns
logic_synthesis,yosysWarnings,1,
finish,drive_above_1_share,0.09402,
logic_synthesis,netlist_area,0.002995,mm2
floorplan,initial_core_util,0.4130,
power_and_ir_drop,p_int,421.9,uW
clock_tree,post_cts_buffers,0,
worst_setup_path,r2r_start,"ts[0]",
global_route,antenna_found_initial,0,
logic_synthesis,edf_count,0,
flow_run,tool_warnings,25,
finish,seq_area,0.001602,mm2
clock_tree,clk_latency,0.33,ns
worst_setup_path,crit_path_end_kind,"output pin",
logic_synthesis,yosys_area,0.002995,mm2
logic_synthesis,synth.avg_cell_area,10.97,um2
worst_setup_path,rr_worst_depth,6,
worst_setup_path,start_kind,"flop",
worst_setup_path,cp_top_family,"buffers and inverters",
global_route,overflow,0,
worst_setup_path,critPathRequiredTime,6.72,ns
power_and_ir_drop,peakVddDrop,96.98,uV
power_and_ir_drop,p_leak,1.714,nW
finish,largestRegisters,"ts (64)",
power_and_ir_drop,p_per_area,137.5,mW/mm2
worst_setup_path,crit_type,"flop to output pin",
logic_synthesis,ff_type,"dfrtp_1",
finish,comb_area,0.001336,mm2
final_timing,grt_setup_unrepaired,"false",
routing,ant_nets,0,
routing,finalWirelength,5.956,mm
clock_tree,cts_tree,"built",
final_timing,finalSetupViolations,0,
clock_tree,clockBufferDepth,2,
worst_hold_path,min_from,"ts[63]",
final_timing,drv_slew,0,
routing,vias,2164,
worst_setup_path,regToRegEndpoint,"ts[48]",
floorplan,io_pins,66,
floorplan,core_area,0.007253,mm2
clock_tree,ctsHtreeMaxLevel,3,
finish,regMostFlops,"ts",
final_timing,finalClockSkew,0.005793,ns
placed cells by master (no fill, tap or decap), types with 8 or more instances in the layout:
master | Yosys | final
clkdlybuf4s50_1 | 0 | 64
dfrtp_1 | 64 | 64
xor2_1 | 34 | 34
nand2_1 | 32 | 32
xnor2_1 | 28 | 28
nor2_1 | 22 | 22
nand3_1 | 21 | 21
nand4_1 | 18 | 18
nor3_1 | 12 | 12
clkbuf_8 | 0 | 10
nor3_2 | 9 | 9
inv_1 | 8 | 8
per-stage QoR:
stage	hold slack (ns)	std cells	setup WS (ns)	cell area (um2)	power [mW]
after floorplan	0.4204	273	6.325	2995	0.3140
after global placement	0.4554	434	5.706	3745	0.3206
after detailed placement	0.4591	434	5.696	3745	0.3207
after CTS	0.4699	450	5.376	3910	0.5474
after global routing	0.4932	450	5.316	3910	0.5606
final	0.4634	450	5.396	3910	0.5374
area by class of cell:
cell class,instances,area share
sequential,64,0.4096
multi-input combinational,197,0.3418
timing repair buffer,66,0.1670
clock buffer,12,0.03712
tap,99,0.03168
inverter,8,0.007680
clock inverter,4,0.005120
routing by layer:
metal	global-route usage	wire length, um	up-vias
met4	0.01466	59	0
met5	0	0	-
li1	-	-	1079
met2	0.2615	2731	49
met1	0.2584	2826	1031
met3	0.04636	338	5
Yosys cell counts, types with 4 or more instances:
library cell,n,share of area
nand2_1,32,0.040
nor4_2,4,0.017
nor3_1,12,0.020
nand3_1,21,0.035
xor2_1,34,0.099
xnor2_1,28,0.082
and4_1,4,0.012
nand4_1,18,0.038
inv_1,8,0.010
nor3_2,9,0.030
nor2_1,22,0.028
dfrtp_1,64,0.53
kinds of logic (layout without fill, tap and decap cells):
kind of cell,count (synthesis),in the layout,synth area share
and+or+nand+nor,134,134,0.2607
adders and majority gates,1,1,0.004176
xor gates and xnor gates,62,62,0.1813
buffers and inverters,12,90,0.01921
DFF,64,64,0.5347
how the worst max path moves through the flow:
stage / endpoint / slack [ns] / cells after the start
after CTS: ts[38] / 5.38 / 1
final: ts[38] / 5.40 / 1
after global routing: ts[38] / 5.32 / 1
power groups by stage:
stage | clock (mW) | sequential [mW] | combinational, mW
CTS | 0.233 | 0.308 | 0.00673
finish | 0.223 | 0.308 | 0.00612
global route | 0.245 | 0.308 | 0.00753
Power is estimated from default activity; no workload was simulated.
