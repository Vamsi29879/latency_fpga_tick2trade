==> /design/flow/design.v <==
module strategy_imbalance (
    input wire clk,
    input wire rst_n,
    input wire enable,
    input wire [16-1:0] bid_sz,
    input wire [16-1:0] ask_sz,
    input wire [32-1:0] bid_px,
    input wire [32-1:0] ask_px,
    input wire [16-1:0] inst_id,
    input wire [16-1:0] imb_thresh,
    input wire [32-1:0] max_spread,
    input wire [32-1:0] momentum_delta,
    input wire [16-1:0] default_qty,
    output reg valid,
    output reg side,  
    output reg [32-1:0] price_out,
    output reg [16-1:0] qty_out,
    output reg [16-1:0] inst_out
);
    always @(posedge clk or negedge rst_n) begin
        if (!rst_n) begin
            valid     <= 0;
            side      <= 0;
            price_out <= 0;
            qty_out   <= 0;
            inst_out  <= 0;
        end else begin
            valid     <= 0;
            if (enable) begin
                inst_out <= inst_id;
                if ((bid_px >= ask_px) && ((bid_px - ask_px) <= max_spread)) begin
                    if (bid_sz > ask_sz + imb_thresh) begin
                        valid     <= 1;
                        side      <= 0;
                        price_out <= bid_px;
                        qty_out   <= (bid_sz < default_qty) ? bid_sz : default_qty;
                    end else if (ask_sz > bid_sz + imb_thresh) begin
                        valid     <= 1;
                        side      <= 1;
                        price_out <= ask_px;
                        qty_out   <= (ask_sz < default_qty) ? ask_sz : default_qty;
                    end
                end
            end
        end
    end
endmodule
==> /design/flow/run.sh <==
#!/bin/bash
# OpenROAD 26Q1-2900-gdf79404cd8, Yosys 0.63+post, stock flow scripts
make -C /OpenROAD-flow-scripts/flow DESIGN_CONFIG=/design/flow/config.mk WORK_HOME=/design/flow/orfs finish
==> /design/flow/config.mk <==
export PLATFORM = sky130hd
export DESIGN_NAME = strategy_imbalance
export DESIGN_NICKNAME = strategy_imbalance
export VERILOG_FILES = /design/flow/design.v
export SDC_FILE = /design/flow/constraint.sdc
export NUM_CORES = 4
export LEC_CHECK = 1
export CORE_UTILIZATION = 50
==> /design/flow/constraint.sdc <==
current_design strategy_imbalance

set clk_period 1.5
set clk_io_pct 0.2

create_clock -name clk0 -period $clk_period [get_ports {clk}]

set non_clock_inputs [all_inputs -no_clocks]
set_input_delay [expr $clk_period * $clk_io_pct] -clock clk0 $non_clock_inputs
set_output_delay [expr $clk_period * $clk_io_pct] -clock clk0 [all_outputs]
==> results.py <==
# Synthesis and PnR figures
metrics = {
    "outcome": {
        "status": "finished with violations",
        "violations": "setup timing",
    },
    "sta": {
        "slew_headroom_pct": 61.17,
        "tightest_slew_ns": 0.5763,
        "rsz0062_at_grt": "true",
        "finalClockSkew_ns": 0,
        "slew_violations": 0,
        "setup_viol_count_final": 50,
        "fmax_mhz": 208.8,
        "hold_viol": 0,
        "worst_slack_ns": -3.290,
        "finalCriticalPeriod_ns": 4.790,
        "finalClockPeriodUsage_pct": 319.3,
    },
    "logic_synthesis": {
        "mux_share_pct": 9.290,
        "synth_cells": 960,
        "ys_sh_simple_pct": 12.11,
        "adder_share_pct": 23.98,
        "synthFlopType": "dfrtp_1",
        "yosysUniqueCellTypes": 67,
        "synth_flops": 66,
        "yosys_warnings": 1,
        "postSynthAreaPerCell_um2": 8.740,
        "compound_area_share_pct": 23.07,
        "yosys_area_um2": 8391,
        "synth_seq_share_pct": 19.68,
        "synth_area_um2": 8391,
        "xor_share_pct": 5.637,
        "yosysCellCount": 960,
        "edf_count": 0,
        "async_reset_ff_share_pct": 100.0,
        "top_logic_kind": "adder cells",
    },
    "setup_path": {
        "cp-endpoint": "price_out[29]",
        "cp_num_buf_inv": 9,
        "rrSetupSlack_ns": 0.62,
        "reg2reg_from": "price_out[11]",
        "path_depth": 24,
        "slowest_stage": "ha_1",
        "path_cells": "dlymetal6s2s_1, inv_2, ha_4, buf_6, inv_1, buf_4, o21bai_1, a21o_1, a21oi_1, o31ai_4, a21oi_2, o21ai_1, xor2_1, ha_1, nand4_1, nor4_4, buf_4, a21oi_4, buf_4, o221ai_4, o41ai_4, buf_6, clkbuf_16, mux2_4",
        "path_max_fanout": 6,
        "arrival_ns": 5.01,
        "cpMostUsedCell": "buf_4",
        "path_class": "input port to flip-flop",
        "rr_endpoint": "price_out[11]",
        "start_kind": "input port",
        "crit_path_start": "ask_px[22]",
        "crit_required_ns": 1.72,
        "endpoint_kind": "flip-flop",
        "cp_slowest_stage_delay_ns": 0.41,
        "crit_family": "AND-OR/OR-AND gates",
        "r2r_cells": 2,
    },
    "power": {
        "p_sw_uw": 5171,
        "intPower_uw": 8988,
        "p_sw_share_pct": 36.52,
        "leakagePower_uw": 0.007383,
        "comb_power_share_pct": 63.4,
        "power_density_nw_per_um2": 953.3,
        "pwr-share-seq_pct": 20.7,
        "p_clk_share_pct": 15.8,
        "ir_worst_vdd_mv": 0.7731,
    },
    "placed_design": {
        "io_buffers": 244,
        "place_ws_ns": -3.873,
        "hpwl_um": 21110,
        "dpl.cell_count": 1636,
        "gp_congestion": 0.9834,
    },
    "finish": {
        "fin_cells": 1729,
        "final_common_cell": "buf_4",
        "final_cell_mix": "buf_4 (298), clkdlybuf4s50_1 (156), ha_1 (124), inv_1 (80), dfrtp_1 (66)",
        "drive_gt1_share_pct": 39.25,
        "area.growth.synth_to_final_pct": 77.02,
    },
    "floorplan": {
        "die_w_um": 131.5,
        "initial_core_util_pct": 52.07,
        "io_pins": 277,
        "die_area_um2": 17300,
        "rows": 46,
        "die_h_um": 131.5,
        "core_um2": 16120,
    },
    "global_route": {
        "grt_pass1_vias": 9815,
        "gr-usage-all-layers_pct": 37.66,
        "antenna_found_initial": 2,
        "grt_pass1_wl_um": 50690,
        "grt_max_degree": 45,
        "grt_overflow": 0,
    },
    "clock_tree": {
        "cts_tree": "done",
        "clk_latency_ns": 0.35,
        "clock_sinks": 66,
        "path_clk_slew_ns": 0.06,
        "cts_max_level": 3,
        "clockBufferDepth": 2,
        "cts_buffers": 9,
        "cts_root_buf": "clkbuf_16",
    },
    "drt": {
        "drc": 0,
        "postRouteAntennaNets": 0,
        "routed_wl_um": 39650,
        "dr_total_vias": 10560,
        "wl_per_cell_um": 22.93,
        "dr.pass1.iters": 8,
        "via_per_inst": 6.106,
        "initialDrtViolationCount": 926,
    },
    "job": {
        "tool_warnings": 61,
        "cap_violations": 0,
    },
    "min_path": {
        "min_path_type": "input port to flip-flop",
    },
}
==> sequential cells by signal, summed over array words and instances (netlist names) <==
name	flops
inst_out	16
side	1
valid	1
qty_out	16
price_out	32
==> stage by stage <==
stage	area (µm²)	util (%)	total power (µW)	hold WS (ns)	TNS [ns]
after floorplan	8700	-	6581	0.004409	-137.90
after global placement	13090	81.23	10170	0.3382	-192.87
after detailed placement	13090	81.23	10290	0.3476	-193.44
after CTS	14410	89.39	13080	0.3573	-150.29
after global routing	14850	92.14	14800	0.3654	-165.24
final	14850	92.17	14160	0.3391	-162.96
==> power groups by stage <==
stage	logic, µW	clock network, µW	registers (µW)
finish	8980	2240	2940
global route	9460	2330	3010
CTS	7890	2260	2930
==> routing by layer <==
layer / global-route usage (%) / part of all wire [%] / routed length, µm / vias up
met4: 12.47 / 5.6 / 2234 / 2
met5: 0 / 0.18 / 71 / -
met2: 59.32 / 42 / 16470 / 773
met1: 51.86 / 39 / 15420 / 4924
met3: 8.183 / 14 / 5454 / 210
li1: - / - / - / 4648
==> cells in the mapped netlist, types with 4 or more instances <==
cell | instances | area [µm²]
nor4_1 | 6 | 37.54
ha_1 | 156 | 1952
nor3_1 | 9 | 45.04
o21bai_1 | 11 | 82.58
o221a_1 | 10 | 112.6
xor2_1 | 23 | 201.4
a31oi_1 | 5 | 31.28
mux2_4 | 10 | 150.1
o21ai_0 | 62 | 310.3
mux2_1 | 39 | 439.2
or3_1 | 17 | 106.4
o31ai_1 | 7 | 52.55
a2111o_1 | 4 | 45.04
o221a_2 | 6 | 67.56
dfrtp_1 | 66 | 1652
nand3_1 | 18 | 90.09
a211oi_1 | 5 | 37.54
a21o_1 | 45 | 337.8
and3_1 | 7 | 43.79
nor2_1 | 23 | 86.33
buf_6 | 5 | 56.30
mux2_2 | 16 | 180.2
and2_1 | 4 | 25.02
xnor2_1 | 31 | 271.5
inv_1 | 106 | 397.9
o211ai_1 | 8 | 60.06
nor2b_1 | 10 | 62.56
nand4_1 | 22 | 137.6
a311oi_1 | 4 | 35.03
clkbuf_1 | 16 | 60.06
nand2b_1 | 7 | 43.79
o21a_1 | 7 | 52.55
a21oi_1 | 82 | 410.4
nand2_1 | 65 | 244.0
a221oi_1 | 4 | 35.03
o21ai_1 | 4 | 20.02
==> worst min path at each step <==
stage / slack [ns] / end / startpoint / cells after the start
4_1_cts: 0.36 / price_out[16] / bid_px[16] / 4
6_report: 0.34 / price_out[3] / bid_px[3] / 4
5_1_grt: 0.37 / price_out[16] / bid_px[16] / 4
==> cell type report <==
| class | instances | area (µm²) |
|---|---|---|
| antenna | 2 | 5.005 |
| clock buffer | 10 | 239.0 |
| clock inverter | 6 | 66.31 |
| fill | 581 | 1262 |
| inverter | 106 | 402.9 |
| multi-input combinational | 765 | 7362 |
| sequential | 66 | 1652 |
| tap | 216 | 270.3 |
| timing repair buffer | 558 | 4856 |
==> cell families (layout without fill, tap and decap cells) <==
kind of cell | after synthesis | count (layout)
AND-OR/OR-AND | 287 | 287
XOR/XNOR | 54 | 54
adder cells (fa/ha/maj) | 159 | 159
buffers and inverters | 129 | 680
flip-flops | 66 | 66
multiplexers | 66 | 66
other | 0 | 2
AND/OR/NAND/NOR | 199 | 199
==> worst min-delay path: stages <==
cell,delay [ns]
buf_6,0.08
nand2_1,0.04
o21ai_0,0.08
mux2_4,0.14
==> repair_timing <==
item	in CTS	in global routing
pin swaps	80	88
hold endpoints to repair	23	0
buffers inserted	43	28
endpoints found under the setup margin	71	65
cloned	3	4
gates resized	262	118
hold buffers	2	0
Power figures rest on the tool's default switching activity, not on a simulated workload.
