==> flow/constraint.sdc <==
current_design topob_unpack

set clk_period 1.0
set clk_io_pct 0.2

create_clock -name clk0 -period $clk_period [get_ports {clk}]

set non_clock_inputs [all_inputs -no_clocks]
set_input_delay [expr $clk_period * $clk_io_pct] -clock clk0 $non_clock_inputs
set_output_delay [expr $clk_period * $clk_io_pct] -clock clk0 [all_outputs]
==> flow/run.sh <==
#!/bin/bash
# OpenROAD 26Q1-2900-gdf79404cd8, Yosys 0.63+post, stock flow scripts
make -C /OpenROAD-flow-scripts/flow DESIGN_CONFIG=/design/flow/config.mk WORK_HOME=/design/flow/orfs finish
==> flow/config.mk <==
export PLATFORM = sky130hd
export DESIGN_NAME = topob_unpack
export DESIGN_NICKNAME = topob_unpack
export VERILOG_FILES = /design/flow/design.v
export SDC_FILE = /design/flow/constraint.sdc
export NUM_CORES = 4
export LEC_CHECK = 1
export CORE_AREA = 10 10 220 220
export DIE_AREA = 0 0 230 230
==> flow/design.v <==
module topob_unpack (
    input wire clk,
    input wire rst_n,
    input wire [63:0] word0,
    input wire [63:0] word1,
    input wire [64-1:0] ts_now,
    output reg [16-1:0] inst_id,
    output reg [16-1:0]  bid_sz,
    output reg [32-1:0] bid_px,
    output reg [16-1:0]  ask_sz,
    output reg [32-1:0] ask_px,
    output reg [64-1:0] ts_in
);
    always @(posedge clk or negedge rst_n) begin
        if (!rst_n) begin
            inst_id <= 0;
            bid_sz  <= 0;
            bid_px  <= 0;
            ask_sz  <= 0;
            ask_px  <= 0;
            ts_in   <= 0;
        end else begin
            inst_id <= word0[15:0];
            bid_px  <= word0[47:16];
            bid_sz  <= word0[63:48];
            ask_px  <= word1[31:0];
            ask_sz  <= word1[47:32];
            ts_in   <= ts_now;
        end
    end
endmodule
==> results.toml <==
# generated from flow reports
[place]
hpwl_um = 13800
placedCellCount = 1122
dp_slack_ns = -0.0401
place_area_sq_um = 8760
io_buffers = 353
routabilityCongestion = 0.789

[layout]
logic_gates = 0
finalInstanceArea_sq_um = 8500
utilization = 0.196
combGateArea_sq_um = 0
layout.cells.non_filler = 1158
lay_top_cells = "176 x dfrtp_1, 176 x clkdlybuf4s50_1, 176 x buf_2, 17 x clkbuf_16"
area_growth_pct = 93.0
drive_gt1_frac = 0.380

[route]
avgViaCountPerCell = 2.57
drc = 0
drtPass1Iterations = 4
first_iter_violations = 52
detail-route-antenna-nets = 0
vias = 2980
n_antenna_cell = 0
wl_per_cell_um = 15.3
wl_um = 17700

[sta]
fin_ws_ns = -0.180
fin_crit_sh = 1.18
tightest_slew_ns = 0.236
slew_headroom = 0.843
holdWs_ns = -0.0877
layout_min_cycle_time_ns = 1.18
setup-violations-final = 176
finalHoldViolations = 16
rsz0062_at_grt = "true"
fmax_mhz = 847
slew_viol_final = 0

[grt]
grt_overflow = 0
grt_pass1_vias = 3326
grt_antenna_before_repair = 1
grt_pass1_wl_um = 24900
grt_use_total = 0.0648
grt_max_degree = 40

[yosys]
ys_cells = 176
synth_cell_types = 1
synth_cells = 176
synth.avg_cell_area_sq_um = 25.0
synth_area_sq_um = 4400
yosysWarnings = 1
ys_seq_elements = 176
ys_area_sq_um = 4400
ys_seq_share = 1.00

[flow_run]
maxCapViolCount = 0
warnings = 44

[floorplan]
io_pins = 370
num_rows = 76
die_h_um = 230
die_w_um = 230
chipArea_sq_um = 52900
core_sq_um = 43400
fp-utilization = 0.102

[setup_path]
cpPeakStageDelay_ns = 0.38
end_kind = "output pin"
critPathSlowestCell = "dfrtp_1"
crit_path_start = "bid_px[18]$_DFF_PN0_"
arrival_ns = 0.98
required_ns = 0.80
worstSetupPathType = "reg -> out"
path_cells = "buf_2"
cp-start-kind = "register"
critPathTopFamily = "flip-flops"
crit_fanout = 1
cp_num_buf_inv = 1

[pwr]
powerDensity_nw_per_um2 = 1770
leakage_nw = 3.79
ir_drop_mv = 1.24

[worst_hold_path]
min_path_type = "in -> async"

[cts]
cts_buffer_depth = 2
clockRootBuffer = "clkbuf_16"
cts_buffers = 17
cts_tree = "done"
clkTransAtPathRegs_ns = 0.07
htreeDepth = 4
cts.sink_count = 176

[run_status]
violations = "hold timing, setup timing"
status = "finished with violations"
==> worst max path at each step <==
stage	endpoint	slack, ns	depth (start not counted)
6_report	bid_px[18]	-0.18	1
5_1_grt	ts_in[52]	-0.24	1
4_1_cts	bid_px[18]	-0.26	1
==> cell usage after synthesis <==
library cell / count / share of area
dfrtp_1: 176 / 1.0
==> what timing repair did <==
action / 4_1_cts / 5_1_grt
hold buffers: 4 / 1
setup endpoints to repair: 176 / 336
pin swaps: 0 / 0
setup buffers: 0 / 0
gates resized: 574 / 0
endpoints found under the hold margin: 176 / 32
==> flip-flops by register name (all words and copies together), names as in the netlist <==
signal and flops:
bid_sz 16, ask_sz 16, inst_id 16, ts_in 64, ask_px 32, bid_px 32
==> layout make-up <==
class | count | area (sq um)
Tap cell | 585 | 732
Clock buffer | 22 | 464
Fill cell | 4714 | 34900
Sequential cell | 176 | 4400
Clock inverter | 10 | 77.6
Timing Repair Buffer | 365 | 2820
==> kinds of logic after synthesis <==
| group | Yosys count | share of synthesized area |
|---|---|---|
| flip-flops | 176 | 1.00 |
==> metrics by stage <==
| stage | setup TNS [ns] | power (mW) |
|---|---|---|
| global placement | -0.315 | 9.31 |
| detailed placement | -0.317 | 9.32 |
| CTS | -66.39 | 15.5 |
| floorplan | 0 | 7.60 |
| global route | -35.26 | 15.8 |
| finish | -24.64 | 15.1 |
==> report_power, final <==
| group | total [mW] | internal, mW | switching (mW) |
|---|---|---|---|
| logic | 1.26 | 0.890 | 0.368 |
| registers | 7.55 | 7.47 | 0.0787 |
| clock network | 6.26 | 3.33 | 2.93 |
==> metal layers <==
layer  global-route usage  vias to the layer above  share of wire
met5                    0                        -              0
met4               0.0156                        0          0.029
met3               0.0325                       18           0.10
met2                0.107                      171           0.51
met1               0.0739                     1474           0.36
li1                     -                     1317              -
Power figures rest on the tool's default switching activity, not on a simulated workload.
